===== config.mk =====
export PLATFORM = sky130hd
export DESIGN_NAME = clock_divider
export DESIGN_NICKNAME = clock_divider
export VERILOG_FILES = /design/flow/design.v
export SDC_FILE = /design/flow/constraint.sdc
export NUM_CORES = 4
export LEC_CHECK = 1
export CORE_AREA = 10 10 91 91
export DIE_AREA = 0 0 101 101

===== constraint.sdc =====
current_design clock_divider

set clk_period 7.2
set clk_io_pct 0.2

create_clock -name clk0 -period $clk_period [get_ports {clock}]

set non_clock_inputs [all_inputs -no_clocks]
set_input_delay [expr $clk_period * $clk_io_pct] -clock clk0 $non_clock_inputs
set_output_delay [expr $clk_period * $clk_io_pct] -clock clk0 [all_outputs]

===== design.v =====
module clock_divider (clock, reset, divided_clocks);
input logic reset, clock;
output logic [31:0] divided_clocks = 0;
always_ff @(posedge clock) begin
divided_clocks <= divided_clocks + 1;
end
endmodule

===== run.sh =====
#!/bin/bash
# OpenROAD 26Q1-2900-gdf79404cd8, Yosys 0.63+post, stock flow scripts
make -C /OpenROAD-flow-scripts/flow DESIGN_CONFIG=/design/flow/config.mk WORK_HOME=/design/flow/orfs finish

==> results.py <==
# Metrics from the implementation run
metrics = {
    "run_status": {
        "outcome": "complete, no violations",
    },
    "global_route": {
        "grt_pass1_wl_um": 4880,
        "antenna_found_initial": 0,
        "grt_max_degree": 12,
        "grt_pass1_vias": 988,
        "grt.overflow.total": 0,
        "grt_usage_pct": 5.90,
    },
    "worst_setup_path": {
        "path_max_fanout": 6,
        "r2r-end": "divided_clocks[24]$_DFF_P_",
        "regToRegStartpoint": "divided_clocks[0]$_DFF_P_",
        "crit_buf_inv": 1,
        "cp-startpoint": "divided_clocks[2]$_DFF_P_",
        "cp_data_arrival_time_ns": 1.22,
        "path_delay_family": "buffers and inverters",
        "r2r_slack_ns": 5.32,
        "cp.depth": 1,
        "critPathRequiredTime_ns": 5.76,
        "ff2ff_path_depth": 5,
        "crit_chain": "clkdlybuf4s50_1",
        "crit_type": "reg -> out",
        "start_kind": "flip-flop",
        "crit_end": "divided_clocks[2]",
        "cp-end-kind": "output pin",
        "cpPeakStageDelay_ns": 0.51,
        "crit_path_top_delay_cell": "clkdlybuf4s50_1",
    },
    "sta": {
        "max-slew-margin-rel_pct": 61.2,
        "setup_viol": 0,
        "tightest_slew_ns": 0.580,
        "hold_viol": 0,
        "fmax_mhz": 376,
        "period_used_pct": 36.9,
        "rsz0062_at_grt": "false",
        "clock_skew_ns": 0.00382,
        "timing.final.crit_period_ns": 2.66,
        "fin_tns_setup_ns": 0,
        "slew_violations": 0,
    },
    "drt": {
        "vias_per_cell": 4.11,
        "ant_nets": 0,
        "dr.first_iter.drc_count": 22,
        "route.detailed.drc": 0,
        "wl_met1_um": 1250,
        "routed_wl_um": 2880,
        "wire_per_inst_um": 12.0,
        "vias": 986,
        "wl_met3_um": 324,
        "route.met2.wl_um": 1290,
        "num_antenna_cells": 0,
        "dr.pass1.iters": 2,
        "top_layer": "met4",
    },
    "cts": {
        "clk_pin_slew_worst_paths_ns": 0.06,
        "post_cts_resized": 0,
        "cts_tree": "built",
        "cts_sinks": 32,
        "numCtsBuffers": 5,
        "htree_num_levels": 2,
        "post_cts_buffers": 0,
        "cts.path.max_buffers": 2,
        "cts_root_buf": "clkbuf_8",
        "ctsHoldBuffers": 0,
        "insertion_delay_ns": 0.27,
    },
    "finish": {
        "n_fill_cell": 649,
        "largestRegisters": "divided_clocks: 32 flops",
        "drive_above_1_share_pct": 9.82,
        "area_growth_pct": 36.5,
        "regMostFlops": "divided_clocks",
        "finalNonFillerCells": 240,
        "utilization_pct": 28.4,
        "logic_area_um2": 634,
        "largest_reg_flops": 32,
        "regArea_um2": 641,
        "fin_area_um2": 1800,
    },
    "die": {
        "row_count": 29,
        "io_pins": 34,
        "die_area_um2": 10200,
        "die_w_um": 101,
        "initial_core_util_pct": 20.8,
        "core_um2": 6350,
        "die_height_um": 101,
    },
    "power_and_ir_drop": {
        "power.density_nw_per_um2": 175,
        "comb_power_share_pct": 0,
        "sequentialPowerShare_pct": 56.2,
        "switching_share_pct": 19.2,
        "pwr-share-clk_pct": 43.8,
        "switchingPower_uw": 60.4,
        "p_leak_nw": 0.704,
        "cellInternalPower_uw": 255,
        "vdd_drop_max_mv": 0.0946,
    },
    "yosys": {
        "ys_seq_elements": 32,
        "synth.distinct_cells": 24,
        "mappedNetlistArea_um2": 1320,
        "top_area_share_pct": 48.6,
        "top_cells_by_area": "dfxtp_1 (49%), xor2_1 (13%), xnor2_1 (6.6%), nor4_2 (4.7%), nand3_1 (3.8%)",
        "ys_chip_area_um2": 1320,
        "ys_warn_count": 1,
        "ys_async_sr_fraction_pct": 0,
        "ys_top_cells_by_count": "dfxtp_1 (32), xor2_1 (20), nand3_1 (10), xnor2_1 (10), nand2_1 (9)",
        "syn-instance-count": 127,
        "enable_flop_cells": 0,
        "top_area_cell": "dfxtp_1",
        "syn_area_per_cell_um2": 10.4,
        "ys_cells": 127,
        "synth.most_common_cell": "dfxtp_1",
        "synthFlopType": "dfxtp_1",
        "ys_seq_share_pct": 48.6,
    },
    "flow_run": {
        "maxCapViolCount": 0,
        "openroad.warnings": 26,
    },
    "worst_hold_path": {
        "hold_class": "reg -> reg",
        "min_from": "divided_clocks[0]$_DFF_P_",
    },
    "place": {
        "port_buffers": 32,
        "dp_cells": 232,
        "gp_congestion": 0.755,
        "dp_hpwl_um": 2110,
        "place_area_um2": 1710,
    },
}
-- cell type report --
type                            count  share of cell area [%]
Sequential cell                    32                    35.6
Multi-Input combinational cell     86                    35.2
Timing Repair Buffer               32                    17.8
Tap cell                           77                    5.35
Clock buffer                        8                    5.00
Inverter                            5                    1.04
-- placed cells by master, fill, tap and decap left out --
master / Yosys / layout
nand2_1: 9 / 9
inv_1: 5 / 5
nand4_1: 3 / 3
nand3_2: 2 / 2
dfxtp_1: 32 / 32
or3_4: 1 / 1
nor4_2: 5 / 5
nand3_1: 10 / 10
nor4_4: 1 / 1
clkbuf_1: 0 / 2
clkbuf_8: 0 / 6
nor3b_1: 1 / 1
ha_1: 1 / 1
or2_2: 1 / 1
and3_1: 2 / 2
or3_1: 1 / 1
and4_1: 4 / 4
nor4_1: 4 / 4
nor2_1: 6 / 6
nor3_1: 4 / 4
nand2b_1: 1 / 1
xnor2_1: 10 / 10
xor2_1: 20 / 20
clkdlybuf4s50_1: 0 / 32
-- routing by layer --
metal / track usage (%) / vias to the layer above
li1: - / 501
met1: 7.08 / 455
met2: 8.89 / 28
met3: 3.88 / 2
met4: 0.750 / 0
met5: 0 / -
-- stage by stage --
step                      worst slack [ns]  hold slack [ns]  power (mW)
after floorplan                       5.39            0.394       0.181
after CTS                             4.50            0.455       0.323
after detailed placement              4.82            0.436       0.181
after global routing                  4.41            0.486       0.334
after global placement                4.83            0.434       0.181
final                                 4.54            0.449       0.315
-- power by group through the flow --
stage	Clock, mW	Sequential (mW)	Combinational (mW)
5_1_grt	0.157	0.177	0.000000401
4_1_cts	0.147	0.177	0.000000401
6_report	0.138	0.177	0.000000401
-- kinds of logic (layout without fill, tap and decap cells) --
family / Yosys count / after routing / share of synthesized area [%]
buf+inv: 9 / 45 / 3.32
xor+xnor: 30 / 30 / 19.9
simple gates: 55 / 55 / 27.2
flops: 32 / 32 / 48.6
fa+ha+maj: 1 / 1 / 0.949
-- worst min path at each step --
stage	depth (start not counted)	slack [ns]	to
4_1_cts	1	0.46	divided_clocks[0]$_DFF_P_
5_1_grt	1	0.49	divided_clocks[31]$_DFF_P_
6_report	1	0.45	divided_clocks[0]$_DFF_P_
Power and IR drop assume default switching activity.
